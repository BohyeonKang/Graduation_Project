==> design/flow/design.v <==
`timescale 1ns / 1ps
module GLB_addr_decoder #(
    parameter DATA_BITWIDTH = 32,
    parameter BANK_NUM      = 27,          
    parameter BANK_DEPTH    = 512         
)(
    input [3*clogb2(BANK_NUM)-1:0] i_GLB_allocation,
    input [1:0] i_data_type,
    input [clogb2(BANK_NUM*BANK_DEPTH)-1:0] i_addr,  
    output reg [clogb2(BANK_NUM)-1:0] o_glb_bank_sel,      
    output reg [clogb2(BANK_DEPTH)-1:0] o_glb_addr    
);
    localparam IFMAP = 2'd1;
    localparam PSUM  = 2'd2;
    localparam WGHT  = 2'd3;
    wire [clogb2(BANK_NUM)-1:0] ifmap_bank_count;
    wire [clogb2(BANK_NUM)-1:0] psum_bank_count;
    wire [clogb2(BANK_NUM)-1:0] wght_bank_count;
    assign {ifmap_bank_count, psum_bank_count, wght_bank_count} = i_GLB_allocation;
    wire [clogb2(BANK_NUM)-1:0] ifmap_bank_offset, psum_bank_offset, wght_bank_offset;
    wire [clogb2(BANK_NUM)-1:0] bank_idx;
    wire [clogb2(BANK_DEPTH)-1:0] bank_addr;
    assign bank_idx = i_addr / BANK_DEPTH;
    assign bank_addr  = i_addr % BANK_DEPTH;
    assign ifmap_bank_offset = 0;
    assign psum_bank_offset = ifmap_bank_count;
    assign wght_bank_offset = ifmap_bank_count + wght_bank_count;
    always @(*) begin
        o_glb_bank_sel = 0;
        o_glb_addr = 0;
        case(i_data_type)
            IFMAP: begin
                o_glb_bank_sel = ifmap_bank_offset + bank_idx;
                o_glb_addr = bank_addr;
            end
            PSUM: begin
                o_glb_bank_sel = psum_bank_offset + bank_idx;
                o_glb_addr = bank_addr;
            end
            WGHT: begin
                o_glb_bank_sel = wght_bank_offset + bank_idx;
                o_glb_addr = bank_addr;
            end
        endcase
    end
    function integer clogb2;
        input integer depth;
        begin
            for (clogb2=0; depth>0; clogb2=clogb2+1)
                depth = depth >> 1;
        end
    endfunction
endmodule
==> design/flow/run.sh <==
#!/bin/bash
# OpenROAD 26Q1-2900-gdf79404cd8, Yosys 0.63+post, stock flow scripts
make -C /OpenROAD-flow-scripts/flow DESIGN_CONFIG=/design/flow/config.mk WORK_HOME=/design/flow/orfs finish
==> design/flow/config.mk <==
export PLATFORM = sky130hd
export DESIGN_NAME = GLB_addr_decoder
export DESIGN_NICKNAME = GLB_addr_decoder
export VERILOG_FILES = /design/flow/design.v
export SDC_FILE = /design/flow/constraint.sdc
export NUM_CORES = 4
export LEC_CHECK = 1
export CORE_AREA = 10 10 70 70
export DIE_AREA = 0 0 80 80
export SYNTH_HDL_FRONTEND = slang
==> design/flow/constraint.sdc <==
current_design GLB_addr_decoder

set clk_period 3.4
set clk_io_pct 0.2

create_clock -name clk0 -period $clk_period

set non_clock_inputs [all_inputs -no_clocks]
set_input_delay [expr $clk_period * $clk_io_pct] -clock clk0 $non_clock_inputs
set_output_delay [expr $clk_period * $clk_io_pct] -clock clk0 [all_outputs]
==> notes.md <==
This note records the results obtained with Yosys and OpenROAD.

Cells and area
The sequential cell area is 0 um2. The layout clock buffer count is 0. According to the cell report, flip-flops and latches in the layout number 0. The fraction of layout cells with a size suffix above 1 is 0.2544.

For this run, the share of the core covered by cells in the final layout is 0.3278. From synthesis to final layout, the design area changed by 112.1%. The finished cells cover about 1100 um2.

Synthesis
The synthesized instance count is 61. The area recorded from the Yosys report for this design is 528.0 um2. The synthesized netlist contains 23 unique library cells. The register share after synthesis is 0.

The cell area after technology mapping is 528.0 um2. The synthesized netlist was found by Yosys to have 61 cells. The average instance in the mapped netlist occupies 8.656 um2.

The number of warnings issued by yosys is 0.

Drt
For this run, the detailed router reports a per-instance via density of 3.838. The final routed DRC violation total is 0. Dividing the detail-routed wire length by the instance count gives about 12 um. The wire length recorded after detailed routing is 1.848 mm. The count of nets left with antenna violations after detail routing is 0.

The final route contains 614 vias. The first routing iteration left 20 violations. According to the report, the first pass of detailed routing completed in 4 iterations. The count of inserted antenna diode cells is 0.

Pwr
The net switching power is 0.00006250 W. The clock share of power is 0. Of the total power, registers draw 0. Internal power comes to 0.0001112 W. The leakage power in the latest report is 0.5162 nW. The worst VDD IR drop from the latest analysis is 0.00007055 V. Switching power as a fraction of the total was reported as 0.3597. The portion of total power attributed to combinational logic is 1.000. Power spread over the standard cell area amounts to 155.2 nW/um2.

Min path
The launch point of the worst min-delay path is recorded as i_addr[11]. The hold-critical path endpoint is o_glb_bank_sel[2]. The type of the most critical hold path is in2out. The report gives the cell count of the worst hold path as 4.

Global routing
The global routing's busiest layer is met2. Overall routing resource usage recorded by global route was 0.05658. In the global route stage, met1 resource usage came out at 0.07630. The number of antenna violations at the first check in global routing is 0. The wire length of the first global-routing pass is 3.063 mm. The via count of the first global-routing pass is 664. The global routing report lists met3 layer usage as 0.009091. The maximum number of pins on one net before global-route repair is 10. In the global route stage, met2 resource usage came out at 0.09791. Global routing finished with a remaining overflow of 0.

Flow run
The total of max-cap violations is 0. In this run the tools logged warnings totalling 37.

Worst setup path
The data arrival time of the critical path is about 2600 ps. The worst setup path is captured at an output pin. Looking at the critical path, the highest net fanout was 2. The startpoint type of the worst setup path is an input port. The critical path is of the in2out type. The required time of the worst setup path is 2720 ps.

Clocking
Buffers inserted to repair hold after CTS numbered 0.

Timing
The final max-slew violation count is 0. Setup total negative slack on the finished layout was measured at 0 ps. The slew at the pin closest to its max-slew limit is between 500 and 600 ps. Endpoints with negative setup slack in the final report add up to 0. Subtracting the final worst setup slack from the clock period gives 3291 ps. The highest clock frequency the design can meet is slightly above 300 MHz. The remaining max-slew budget at the tightest pin is 0.6563. Setup repair after global routing left no endpoint under its margin. Per the final timing report, the hold violations number 0.

The post-route clock period utilization is 0.9680.

Die
During I/O placement, the number of pins put on the boundary was 46. The die covers 6400 um2. The die is 80 um tall.

The horizontal die dimension reported for this design is about 80 um. The number of placement rows is 21. The area inside the core boundary is 3416 um2.

The floorplan step records an initial core utilization of 0.1546.

Run status
The flow ran to the end, and the final reports show no timing, DRC or antenna violations.

Placement
Once placement finished, the instance area stood at 1071 um2. During placement, the flow inserted port buffers numbering 40. The total half-perimeter wirelength after legalization and detailed placement is 1.686 mm. The weighted congestion reported at the end of routability-driven placement is roughly 0.8.
## placed cells by master, fill, tap and decap left out, types with 2 or more instances in the layout
master | netlist | routed
sky130_fd_sc_hd__xnor2_1 | 4 | 4
sky130_fd_sc_hd__ha_4 | 0 | 2
sky130_fd_sc_hd__fa_1 | 6 | 3
sky130_fd_sc_hd__buf_4 | 1 | 15
sky130_fd_sc_hd__inv_1 | 5 | 5
sky130_fd_sc_hd__clkdlybuf4s15_1 | 0 | 2
sky130_fd_sc_hd__nor2b_1 | 10 | 10
sky130_fd_sc_hd__fa_2 | 0 | 3
sky130_fd_sc_hd__dlymetal6s2s_1 | 0 | 3
sky130_fd_sc_hd__mux2_2 | 2 | 2
sky130_fd_sc_hd__dlygate4sd2_1 | 0 | 7
sky130_fd_sc_hd__ha_1 | 7 | 4
sky130_fd_sc_hd__buf_2 | 1 | 2
sky130_fd_sc_hd__xor2_1 | 2 | 2
sky130_fd_sc_hd__a21o_1 | 2 | 2
sky130_fd_sc_hd__clkdlybuf4s50_1 | 0 | 26
sky130_fd_sc_hd__a22o_1 | 3 | 3
sky130_fd_sc_hd__a211o_1 | 2 | 2
sky130_fd_sc_hd__a21oi_1 | 3 | 3
sky130_fd_sc_hd__nand2_1 | 2 | 2
## area by class of cell
cell class / instances / area [um2]
fillers: 363 / 2296
multi-input cells: 54 / 541.8
repair buffers: 55 / 501.7
well taps: 46 / 57.56
inverters: 5 / 18.77
## synth_stat cells, types with 2 or more instances
master / n / share of area
sky130_fd_sc_hd__nor2b_1: 10 / 0.12
sky130_fd_sc_hd__ha_1: 7 / 0.17
sky130_fd_sc_hd__fa_1: 6 / 0.23
sky130_fd_sc_hd__inv_1: 5 / 0.036
sky130_fd_sc_hd__xnor2_1: 4 / 0.066
sky130_fd_sc_hd__a21oi_1: 3 / 0.028
sky130_fd_sc_hd__a22o_1: 3 / 0.050
sky130_fd_sc_hd__a211o_1: 2 / 0.033
sky130_fd_sc_hd__a211oi_1: 2 / 0.028
sky130_fd_sc_hd__a21o_1: 2 / 0.028
sky130_fd_sc_hd__mux2_2: 2 / 0.043
sky130_fd_sc_hd__nand2_1: 2 / 0.014
sky130_fd_sc_hd__o21ai_0: 2 / 0.019
sky130_fd_sc_hd__xor2_1: 2 / 0.033
## timing repair
action | in CTS | in global routing
resized | 25 | 6
hold endpoints to repair | 0 | 0
pin swaps | 11 | 2
endpoints found under the setup margin | 4 | 3
gates cloned | 0 | 0
buffers inserted | 1 | 1
## critical path: stages
cell	delay, ps
sky130_fd_sc_hd__dlygate4sd2_1	260
sky130_fd_sc_hd__fa_1	500
sky130_fd_sc_hd__ha_1	290
sky130_fd_sc_hd__a21o_1	140
sky130_fd_sc_hd__a211oi_2	70
sky130_fd_sc_hd__a211o_1	250
sky130_fd_sc_hd__a211o_1	230
sky130_fd_sc_hd__clkdlybuf4s15_1	180
## logic make-up after synthesis
group | after synthesis | synth area share
buffers and inverters | 7 | 0.05924
other | 1 | 0.007102
muxes | 2 | 0.04265
adders and majority gates | 13 | 0.3934
and+or+nand+nor | 17 | 0.1919
AOI/OAI and AO/OA | 15 | 0.2062
xor gates and xnor gates | 6 | 0.09953
## through the flow
step                setup WS, ps  instances   power (W)  hold WS, ps
floorplan                  442.0         61  0.00007089         1423
global placement          -676.9        158   0.0001628         2282
detailed placement        -664.9        158   0.0001642         2281
CTS                        9.732        159   0.0001704         1958
global route               10.26        160   0.0001959         1979
finish                     108.8        160   0.0001737         1932
## power groups by stage
stage         clock [W]  sequential (W)  combinational, W
CTS                   0               0          0.000170
global route          0               0          0.000196
finish                0               0          0.000174
## worst max path at each step
stage | cells past startpoint | slack [ps] | to | from
global route | 8 | 10 | o_glb_bank_sel[4] | i_GLB_allocation[12]
CTS | 7 | 10 | o_glb_bank_sel[4] | i_GLB_allocation[13]
finish | 8 | 110 | o_glb_bank_sel[4] | i_GLB_allocation[12]
## metal layers
| metal | share of wire | wire length, um | vias up |
|---|---|---|---|
| li1 | - | - | 318 |
| met1 | 0.46 | 848 | 279 |
| met2 | 0.48 | 889 | 17 |
| met3 | 0.060 | 110 | 0 |
| met4 | 0 | 0 | 0 |
| met5 | 0 | 0 | - |
Power is estimated from default activity; no workload was simulated.
